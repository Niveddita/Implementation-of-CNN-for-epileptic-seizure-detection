File: design/flow/run.sh
#!/bin/bash
# OpenROAD 26Q1-2900-gdf79404cd8, Yosys 0.63+post, stock flow scripts
make -C /OpenROAD-flow-scripts/flow DESIGN_CONFIG=/design/flow/config.mk WORK_HOME=/design/flow/orfs finish
File: design/flow/config.mk
export PLATFORM = sky130hd
export DESIGN_NAME = PE
export DESIGN_NICKNAME = PE
export VERILOG_FILES = /design/flow/design.v
export SDC_FILE = /design/flow/constraint.sdc
export NUM_CORES = 4
export LEC_CHECK = 1
export CORE_UTILIZATION = 40
File: design/flow/constraint.sdc
current_design PE

set clk_period 8.2
set clk_io_pct 0.2

create_clock -name clk0 -period $clk_period [get_ports {clk}]

set non_clock_inputs [all_inputs -no_clocks]
set_input_delay [expr $clk_period * $clk_io_pct] -clock clk0 $non_clock_inputs
set_output_delay [expr $clk_period * $clk_io_pct] -clock clk0 [all_outputs]
File: design/flow/design.v
`timescale 1ns / 1ps
module PE(
input clk,rst,en,
input [7:0]i0,
input [7:0]i1,
input [7:0]i2,
input [23:0]weight,
input [7:0]bias,
output [15:0]y
    );
wire [15:0] p0,p1,p2;
wire [7:0] w0,w1,w2;
wire [7:0] b1,b2,b3;
assign w0=weight[7:0];
assign w1=weight[15:8];
assign w2=weight[23:16];
buffer c1(clk,rst,en,i1,b1);
buffer c2(clk,rst,en,i0,b2);
buffer c3(clk,rst,en,b2,b3);
macc x0(i2,w2,bias,p0);
macc x1(b1,w1,p0,p1);
macc x2(b3,w0,p1,p2);
threshold thres(clk,rst,en,p2,y);
endmodule
`timescale 1ns / 1ps
module adder(
input signed [7:0]a,
input signed [7:0]b,
output signed [15:0]s
    );
assign s=a+b;
endmodule
`timescale 1ns / 1ps
module buffer(
input clk, rst, en,
input [7:0] in,
output reg [7:0] out
    );
    always @(posedge clk)
    begin
    if(en==1'b1 & rst==1'b1)
    begin
    out=in;
    end
    else
    begin
    out=8'bz;
    end
    end
endmodule
`timescale 1ns / 1ps
module macc(
input [7:0] inp,
input [7:0] weight,
input [7:0] prev,
output [15:0] product
    );
    wire [15:0]v;
    multiplier a1(inp,weight,v);
    adder b1(v,prev,product);
endmodule
`timescale 1ns / 1ps
module multiplier(
input signed [7:0]a,
input signed [7:0]b,
output signed [15:0]p
    );
assign p=a*b;
endmodule
`timescale 1ns / 1ps
module threshold(
    input clk,rst,en,
    input [15:0] v,
    output reg[15:0] out
    );
	 always@(posedge clk)begin
		 if(rst==1'b1 & en==1'b1)begin
			if (v[15] == 1'b1)
				out = 16'b0;
			else begin
				if (v > 16'b0) out = v;
				else out = 16'b0;
			end
		 end
	 end
endmodule
==> qor.json <==
{
  "maxSlewHeadroom": {"value": 61.1, "unit": "%"},
  "crit_family": {"value": "adder cells"},
  "dieArea": {"value": 11400, "unit": "um^2"},
  "ant_diodes": {"value": 0},
  "placementRows": {"value": 37},
  "layout_min_cycle_time": {"value": 7.40, "unit": "ns"},
  "drt_first_pass_iters": {"value": 4},
  "die_height": {"value": 107, "unit": "um"},
  "cp_max_fo": {"value": 8},
  "timing.clock.skew": {"value": 0.00545, "unit": "ns"},
  "count_of_hold_buffers_inserted_by_post_cts_repair": {"value": 0},
  "critPathRequiredTime": {"value": 8.21, "unit": "ns"},
  "xor_share": {"value": 12.1, "unit": "%"},
  "clock_tree_root_buffer_cell": {"value": "clkbuf_8"},
  "final-hold-violation-count": {"value": 0},
  "post-dp-hpwl": {"value": 7070, "unit": "um"},
  "synth.top_cells.by_count": {"value": "inv_1, and2_1, ha_1, xnor2_1, fa_1"},
  "p_total": {"value": 2000, "unit": "uW"},
  "warning_count": {"value": 25},
  "switching_power": {"value": 849, "unit": "uW"},
  "worst_path_most_repeated_cell": {"value": "fa_1"},
  "final_layout_size_suffix_gt1_share": {"value": 1.69, "unit": "%"},
  "cts_max_path_buffers": {"value": 2},
  "multiplexer_share_of_the_synthesized_area": {"value": 0, "unit": "%"},
  "wirelength": {"value": 7830, "unit": "um"},
  "synth-edff-count": {"value": 9},
  "instances_no_fill": {"value": 670},
  "grt_antenna_before_repair": {"value": 0},
  "worstSetupPathType": {"value": "in -> reg"},
  "synth.most_common_cell": {"value": "inv_1"},
  "synth.cellmix.compoundShare": {"value": 2.96, "unit": "%"},
  "initialDrtViolationCount": {"value": 33},
  "synth-warning-count": {"value": 6},
  "cell_internal_pwr": {"value": 1150, "unit": "uW"},
  "first_global_vias": {"value": 2940},
  "synth.logic.top_family": {"value": "adder cells"},
  "via_per_inst": {"value": 4.38},
  "fa_ha_maj_area_share": {"value": 43.5, "unit": "%"},
  "ys_cells": {"value": 459},
  "grt_first_pass_wirelength": {"value": 14000, "unit": "um"},
  "top_cell_area_share": {"value": 21.8, "unit": "%"},
  "ys_area": {"value": 4400, "unit": "um^2"},
  "yosys.area.top_type": {"value": "fa_1"},
  "place.port_buffers": {"value": 73},
  "synth_cells": {"value": 459},
  "hold_path.class": {"value": "reg -> reg"},
  "area_growth": {"value": 22.4, "unit": "%"},
  "fillers": {"value": 956},
  "grt_overflow": {"value": 0},
  "ys_async_sr_fraction": {"value": 0, "unit": "%"},
  "power.static_leakage": {"value": 0.00254, "unit": "uW"},
  "die_width": {"value": 107, "unit": "um"},
  "status": {"value": "finished, final reports clean"},
  "max_freq": {"value": 135, "unit": "MHz"},
  "post_drt_wl_per_cell": {"value": 11.7, "unit": "um"},
  "syn_area_per_cell": {"value": 9.58, "unit": "um^2"},
  "clk_pin_slew_worst_paths": {"value": 0.08, "unit": "ns"},
  "share_clk_of_total_power": {"value": 8.7, "unit": "%"},
  "tritoncts": {"value": "built"},
  "fp_util": {"value": 41.9, "unit": "%"},
  "worst_setup_path_end_kind": {"value": "flip-flop"},
  "fp.coreArea": {"value": 10500, "unit": "um^2"},
  "crit_buf_inv": {"value": 5},
  "grt_start_max_net_pins": {"value": 13},
  "post-cts-setup-buffer-count": {"value": 0},
  "ctsHtreeMaxLevel": {"value": 2},
  "yosys.cell_types.count": {"value": 26},
  "ys_top_cells_by_area": {"value": "fa_1, ha_1, dfxtp_1"},
  "worst_path_largest_cell_delay": {"value": 0.56, "unit": "ns"},
  "tritoncts.num_buffers": {"value": 5},
  "gr-usage-all-layers": {"value": 16.2, "unit": "%"},
  "ir_drop": {"value": 0.386, "unit": "mV"},
  "detailed_route_via_count": {"value": 2937},
  "i_o_pin_total": {"value": 75},
  "cp.arrival": {"value": 7.41, "unit": "ns"},
  "power-per-cell-area": {"value": 372, "unit": "nW/um^2"},
  "rsz_0062_raised_after_global_routing": {"value": "false"},
  "routabilityCongestion": {"value": 0.889},
  "clk-insertion-delay-late": {"value": 0.28, "unit": "ns"},
  "summed_negative_setup_slack_over_all_endpoints": {"value": 0, "unit": "ns"},
  "clkSinkCount": {"value": 33},
  "max_cap_viols": {"value": 0},
  "antenna_left": {"value": 0},
  "finalClockPeriodUsage": {"value": 90.3, "unit": "%"},
  "drc": {"value": 0},
  "max_slew.worst_pin.slew": {"value": 0.569, "unit": "ns"},
  "final_max_slew_viol_count": {"value": 0},
  "synth_simple_gate_area_share": {"value": 15.6, "unit": "%"},
  "timing.critical_path.slowest_stage_cell": {"value": "clkdlybuf4s50_1"},
  "synth_area": {"value": 4400, "unit": "um^2"},
  "post_synthesis_register_bit_count": {"value": 33},
  "critical_path.startpoint_type": {"value": "primary input"},
  "synth-seq-area-share": {"value": 17.1, "unit": "%"},
  "sequential_power_share": {"value": 15.3, "unit": "%"},
  "cp_cell_sequence": {"value": "clkdlybuf4s50_1, and2_1, ha_1, inv_1, fa_1, fa_1, inv_1, fa_1, fa_1, inv_1, fa_1, inv_1, ha_1, o21ai_0, nand2b_1, a21oi_1, xnor3_1, ha_1, nand2_1, o22ai_1, nor3_1"},
  "p_sw_share": {"value": 42.4, "unit": "%"},
  "ys.flop_type": {"value": "dfxtp_1"},
  "combinationalPowerShare": {"value": 76.0, "unit": "%"},
  "cts_resized": {"value": 0},
  "dp_cells": {"value": 662},
  "setup_viol_count_final": {"value": 0}
}
==> stage by stage <==
| stage | hold WS (ns) | util [%] | setup WS [ns] | cell area [um^2] |
|---|---|---|---|---|
| after global placement | 0.310 | 50.0 | 0.514 | 5250 |
| after global routing | 0.336 | 51.2 | 0.332 | 5380 |
| final | 0.328 | 51.2 | 0.799 | 5380 |
| after CTS | 0.330 | 51.2 | 0.756 | 5380 |
| after detailed placement | 0.312 | 50.0 | 0.447 | 5250 |
| after floorplan | 0.310 | - | 1.42 | 4400 |
==> sequential cells by signal, indices dropped and copies added (netlist names) <==
signal,flops
c1.out,8
c2.out,8
c3.out,8
thres.out,9
==> cell type report <==
| type | instances | area, um^2 | share of cell area, % |
|---|---|---|---|
| Tap cell | 136 | 170 | 3.16 |
| Clock inverter | 2 | 38.8 | 0.721 |
| Sequential cell | 33 | 751 | 13.9 |
| Inverter | 89 | 334 | 6.21 |
| Multi-Input combinational cell | 331 | 3260 | 60.6 |
| Timing Repair Buffer | 73 | 731 | 13.6 |
| Clock buffer | 6 | 93.8 | 1.74 |
==> power by group through the flow <==
stage	clock, uW	combinational, uW	sequential [uW]
after global routing	190	1770	309
final	174	1520	306
after CTS	180	1540	307
==> worst register-to-register path: stages, from the launching register on <==
cell     delay [ns]
dfxtp_1        0.45
nand2_1        0.12
fa_1           0.52
fa_1           0.51
fa_1           0.51
inv_1          0.05
fa_1           0.47
inv_1          0.05
fa_1           0.50
fa_1           0.55
inv_1          0.04
ha_1           0.31
a21oi_1        0.14
xnor3_1        0.41
ha_1           0.32
nand2_1        0.06
o22ai_1        0.41
nor3_1         0.14
==> cell families after synthesis <==
logic type / after synthesis
AND/OR/NAND/NOR: 126
adder cells (fa/ha/maj): 124
buffers and inverters: 96
XOR/XNOR: 59
flip-flops: 33
AND-OR/OR-AND: 20
other: 1
==> worst paths after layout <==
kind                     startpoint                          to  slack, ns  depth (start not counted)
setup / recovery         weight[16]  thres.out[7]$_SDFFCE_PP0P_       0.80                         21
hold / removal    c2.out[1]$_DFF_P_           c3.out[1]$_DFF_P_       0.33                          0
setup reg to reg  c1.out[0]$_DFF_P_  thres.out[7]$_SDFFCE_PP0P_       2.34                         17
hold reg to reg   c2.out[1]$_DFF_P_           c3.out[1]$_DFF_P_       0.33                          0
==> layout by cell type, fill, tap and decap left out <==
| cell type | instances |
|---|---|
| o21bai_1 | 2 |
| a21oi_1 | 7 |
| clkbuf_16 | 1 |
| xnor3_1 | 1 |
| nor3b_1 | 1 |
| ha_1 | 76 |
| nor2_1 | 10 |
| a21o_1 | 4 |
| a211oi_1 | 1 |
| o21ai_0 | 2 |
| nor2b_1 | 2 |
| o22ai_1 | 1 |
| conb_1 | 2 |
| nor3_1 | 2 |
| dfxtp_1 | 24 |
| nand2_1 | 31 |
| clkdlybuf4s50_1 | 73 |
| o21ba_2 | 1 |
| nand2b_1 | 4 |
| o21a_1 | 1 |
| bufinv_16 | 1 |
| xnor2_1 | 50 |
| a2111oi_0 | 1 |
| fa_1 | 48 |
| inv_6 | 1 |
| clkbuf_8 | 5 |
| edfxtp_1 | 9 |
| and2_1 | 76 |
| xor2_1 | 8 |
| inv_1 | 89 |
==> metal layers <==
metal / GRT usage, % / share of wire (%)
met4: 0.978 / 0.59
met3: 3.91 / 5.3
met2: 22.8 / 43
met1: 27.4 / 52
met5: 0 / 0
Power figures rest on the tool's default switching activity, not on a simulated workload.
